<file path="run.sh">
#!/bin/bash
# OpenROAD 26Q1-2900-gdf79404cd8, Yosys 0.63+post, stock flow scripts
make -C /OpenROAD-flow-scripts/flow DESIGN_CONFIG=/design/flow/config.mk WORK_HOME=/design/flow/orfs finish
</file>
<file path="config.mk">
export PLATFORM = sky130hd
export DESIGN_NAME = mem_16nm_ram8x64
export DESIGN_NICKNAME = mem_16nm_ram8x64
export VERILOG_FILES = /design/flow/design.v
export SDC_FILE = /design/flow/constraint.sdc
export NUM_CORES = 4
export LEC_CHECK = 1
export CORE_UTILIZATION = 30
</file>
<file path="constraint.sdc">
current_design mem_16nm_ram8x64

set clk_period 2.7
set clk_io_pct 0.2

create_clock -name clk0 -period $clk_period [get_ports {bist_clk}]
create_clock -name clk1 -period $clk_period [get_ports {clk}]

set non_clock_inputs [all_inputs -no_clocks]
set_input_delay [expr $clk_period * $clk_io_pct] -clock clk0 $non_clock_inputs
set_output_delay [expr $clk_period * $clk_io_pct] -clock clk0 [all_outputs]
</file>
<file path="design.v">
module mem_16nm_ram8x64
(
  input  wire        clk,
  input  wire        mem_wr_en,
  input  wire [2:0]  mem_wr_addr,
  input  wire [63:0] mem_wr_data,
  input  wire        mem_rd_en,
  input  wire [2:0]  mem_rd_addr,
  output wire [63:0] mem_rd_data,
  input  wire        bist_clk,
  input  wire        bist_en,
  input  wire [2:0]  bist_addr,
  input  wire [63:0] bist_wr_data,
  output wire [63:0] bist_rd_data
);
reg [63:0] memory [7:0];
reg [63:0] mem_rd_data_i;
always @ (posedge clk) begin
  if( mem_wr_en ) begin
    memory[mem_wr_addr] <= #0 mem_wr_data;
  end
  if( mem_rd_en ) begin
    mem_rd_data_i <= #0 memory[mem_rd_addr];
  end
end
always @ (posedge clk) begin
  mem_rd_data <= #0 mem_rd_data_i;
end
always @ (posedge bist_clk ) begin
  bist_rd_data <= #0 bist_wr_data;
end
endmodule
</file>
==> results.sh <==
# implementation run metrics
export IMPL_outcome="completed"
export IMPL_ys_cells=944
export IMPL_grt_max_degree=65
export IMPL_power_leakage_nw=10.0
export IMPL_warning_count=31
export IMPL_synth_area_per_cell_sq_um=25.2
export IMPL_synthCells=944
export IMPL_die_area_sq_um=80300
export IMPL_gp_congestion=0.943
export IMPL_vias=10600
export IMPL_cp_arrival_ps=1480
export IMPL_cts_resized_gates=0
export IMPL_crit_path_cell_trace="clkdlybuf4s50_1"
export IMPL_worst_clock_skew_ps=21.5
export IMPL_hold_violations=0
export IMPL_critPathKind="reg -> out"
export IMPL_grt_pass1_vias=11600
export IMPL_drt_vias_per_instance=4.42
export IMPL_cts_hold_buffers=0
export IMPL_finalMaxSlewViolations=0
export IMPL_drive_gt1_share_pct=27.0
export IMPL_maxSlewHeadroom_pct=66.1
export IMPL_ys_top_cells_by_area="edfxtp_1, mux4_2, dfxtp_1, mux2_2, buf_6"
export IMPL_slowest_delay_ps=520
export IMPL_globalRouteTotalUtil_pct=13.1
export IMPL_rr_worst_depth=2
export IMPL_clockPowerShare_pct=43.5
export IMPL_top_cell_area_share_pct=72.8
export IMPL_ys_warn_count=3
export IMPL_irDropWorstVdd_mv=0.428
export IMPL_first_pass_iters=6
export IMPL_r2r_start="memory[4][19]$_DFFE_PP_"
export IMPL_fp_row_count=102
export IMPL_power_density_nw_per_um2=784
export IMPL_setup_viol=0
export IMPL_io_pins=270
export IMPL_fp_coreArea_sq_um=77800
export IMPL_detailed_place_hpwl_um=26200
export IMPL_ant_nets=0
export IMPL_antenna_found_initial=11
export IMPL_lay_top_cells="edfxtp_1, clkdlybuf4s50_1, mux4_2, dfxtp_1, clkbuf_16"
export IMPL_intPower_mw=19.3
export IMPL_tns_ps=0
export IMPL_drc=0
export IMPL_lay_top_count="edfxtp_1"
export IMPL_min_to="mem_rd_data[35]$_DFF_P_"
export IMPL_overflow=0
export IMPL_ys_seq_share_pct=83.6
export IMPL_cp_end_kind="output port"
export IMPL_cp_slowest_cell="clkdlybuf4s50_1"
export IMPL_initCoreUtil_pct=30.5
export IMPL_drt_iter0_markers=500
export IMPL_worstPathMaxFanout=1
export IMPL_die_w_um=283
export IMPL_worstHoldStart="mem_rd_data_i[35]$_DFFE_PP_"
export IMPL_critical_path_top_delay_family="buffers and inverters"
export IMPL_worst_pin_slew_ps=508
export IMPL_synth_seq_cells=704
export IMPL_area_growth_pct=29.3
export IMPL_netlist_area_sq_um=23800
export IMPL_switchingPower_mw=4.75
export IMPL_comb_power_share_pct=5.2
export IMPL_io_buffers=264
export IMPL_worst_ep_required_time_ps=2160
export IMPL_fp_dieH_um=283
export IMPL_whs_path_depth=0
export IMPL_rsz0062_at_grt="false"
export IMPL_synth_cell_type_count=13
export IMPL_cts_tree="done"
export IMPL_top_area_cell="edfxtp_1"
export IMPL_pwr_share_seq_pct=51.3
export IMPL_hold_path_class="reg -> reg"
export IMPL_clk_pin_slew_ps=60
export IMPL_utilization_pct=39.4
export IMPL_postCtsSetupBuffers=0
export IMPL_maxCapViolations=0
export IMPL_numClockSinks=704
export IMPL_crit_path_start_kind="flop"
export IMPL_wire_per_inst_um=20.1
export IMPL_grt_pass1_wl_um=72200
export IMPL_drt_total_wl_um=48200
export IMPL_reg2reg_slack_ps=1310
export IMPL_cp_buffers_inverters=1
export IMPL_ys_area_sq_um=23800
export IMPL_switching_share_pct=19.7
export IMPL_worstReg2RegEnd="mem_rd_data_i[19]$_DFFE_PP_"
-- logic make-up after synthesis --
logic type    Yosys count  synth area share [%]
buf+inv                35                 0.964
flops                 704                  83.6
mux                   192                  15.2
simple gates           13                 0.248
-- Yosys cell counts --
cell type	n
nor3_1	2
buf_6	11
buf_1	9
clkbuf_1	9
edfxtp_1	576
mux2_2	64
dfxtp_1	128
buf_4	3
nand2b_1	3
nand2_1	2
buf_2	3
nor2_1	6
mux4_2	128
-- stage by stage --
stage | total power [mW] | area, sq um | instances | hold WS (ps) | worst slack, ps
2_1_floorplan | 13.0 | 23800 | 944 | 323 | -115
3_3_place_gp | 13.8 | 28100 | 2248 | 325 | 352
3_5_place_dp | 13.9 | 28100 | 2248 | 327 | 371
4_1_cts | 24.4 | 30700 | 2393 | 322 | 591
5_1_grt | 25.0 | 30700 | 2393 | 338 | 552
6_report | 24.1 | 30700 | 2395 | 329 | 682
-- how the worst max path moves through the flow --
stage	startpoint	endpoint	cells past startpoint	slack [ps]
5_1_grt	mem_rd_data[1]$_DFF_P_	mem_rd_data[1]	1	550
6_report	mem_rd_data[46]$_DFF_P_	mem_rd_data[46]	1	680
4_1_cts	mem_rd_data[46]$_DFF_P_	mem_rd_data[46]	1	590
-- layout make-up --
class                           count  area (sq um)
Tap cell                         1040          1300
Timing Repair Buffer              299          3220
Antenna cell                        2          5.00
Clock buffer                      105          2200
Fill cell                        6828         47100
Clock inverter                     40           390
Multi-Input combinational cell    205          3740
Sequential cell                   704         19900
-- power by group through the flow --
stage	Clock, mW	Sequential, mW	Combinational (mW)
finish	10.5	12.4	1.25
global route	11.2	12.4	1.36
CTS	10.8	12.4	1.29
-- per-layer routing --
layer / wire (um) / GRT usage (%)
met5: 127 / 0
met3: 7030 / 8.92
met1: 16500 / 15.6
met2: 23400 / 20.1
met4: 1120 / 2.58
-- state kept, by name, summed over array words and instances (netlist names) --
register	flops
mem_rd_data_i	64
bist_rd_data	64
mem_rd_data	64
memory	512
Power and IR drop assume default switching activity.
