==> design/flow/design.v <==
module mem_16nm_ram4x73
(
  input  wire        clk,
  input  wire        ram_wr_en,
  input  wire [1:0]  ram_wr_addr,
  input  wire [72:0] ram_wr_data,
  input  wire        ram_rd_en,
  input  wire [1:0]  ram_rd_addr,
  output wire [72:0] ram_rd_data,
  input  wire        bist_clk,
  input  wire        bist_en,
  input  wire [1:0]  bist_addr,
  input  wire [72:0] bist_wr_data,
  output wire [72:0] bist_rd_data
);
reg [72:0] memory [3:0];
reg [72:0] ram_rd_data_i;
always @ (posedge clk) begin
  if( ram_wr_en ) begin
    memory[ram_wr_addr] <= #0 ram_wr_data;
  end
  if( ram_rd_en ) begin
    ram_rd_data_i <= #0 memory[ram_rd_addr];
  end
end
always @ (posedge clk) begin
  ram_rd_data <= #0 ram_rd_data_i;
end
always @ (posedge bist_clk ) begin
  bist_rd_data <= #0 bist_wr_data;
end
endmodule
==> design/flow/run.sh <==
#!/bin/bash
# OpenROAD 26Q1-2900-gdf79404cd8, Yosys 0.63+post, stock flow scripts
make -C /OpenROAD-flow-scripts/flow DESIGN_CONFIG=/design/flow/config.mk WORK_HOME=/design/flow/orfs finish
==> design/flow/config.mk <==
export PLATFORM = sky130hd
export DESIGN_NAME = mem_16nm_ram4x73
export DESIGN_NICKNAME = mem_16nm_ram4x73
export VERILOG_FILES = /design/flow/design.v
export SDC_FILE = /design/flow/constraint.sdc
export NUM_CORES = 4
export LEC_CHECK = 1
export CORE_UTILIZATION = 50
==> design/flow/constraint.sdc <==
current_design mem_16nm_ram4x73

set clk_period 1.6
set clk_io_pct 0.2

create_clock -name clk0 -period $clk_period [get_ports {bist_clk}]
create_clock -name clk1 -period $clk_period [get_ports {clk}]

set non_clock_inputs [all_inputs -no_clocks]
set_input_delay [expr $clk_period * $clk_io_pct] -clock clk0 $non_clock_inputs
set_output_delay [expr $clk_period * $clk_io_pct] -clock clk0 [all_outputs]
==> results.txt <==
Physical implementation

Summed over all cells, the static leakage comes to 7.46 nW. The number of unique standard cell types used by synthesis is 11. The warning count from the yosys run is 3. Counting flops with a built-in enable in the synthesized netlist gives 365. Of the post-synthesis cell area, the dominant cell type holds 0.696. The commonest cells after synthesis are sky130_fd_sc_hd__edfxtp_1 (365), sky130_fd_sc_hd__dfxtp_1 (146), sky130_fd_sc_hd__mux4_2 (72). The final setup skew is 0.0175 ns. The family with the most delay on the worst path is buffers and inverters. The critical-path cell with the highest stage delay is sky130_fd_sc_hd__clkdlybuf4s50_1. STA classifies the critical path startpoint as a register.

In this run the count of I/O pins placed on the die edge is 303. The first detailed-routing pass ran for 21 iterations. The final tally of hold violations is 0. The stage-log warning count is 30.

STA classifies the critical path endpoint as an output pin. The estimated wirelength of the detail-placed design is 19200 um. The required time at the worst endpoint is listed as 1.28 ns. The flow ran to the end, and the final reports show no timing, DRC or antenna violations.

Setup slack on the worst reg-to-reg path comes out at 0.46 ns. The critical path in this run is classified as reg2out. Cell internal power was estimated by the tool at 23.1 mW. The share of final-layout standard cells stronger than drive strength 1 is 0.200.

The proportion of power drawn by the clock network is 0.413. In the final report, the number of endpoints failing setup comes to 0. TritonCTS built the clock tree. Per the post-synthesis stats, the area per cell is 26.1 um^2. The final tally of max-slew violations is 0. Routed signal wires occupy layers up through met5. The global route total overflow is 0. Setup repair after global routing left no endpoint under its margin. The timing report notes that buffer and inverter cells on the critical path total 1. The worst relative slew slack is 0.753. The kind of path behind the tightest hold check is in2reg.

The number of buffers added on ports is 298. After routing, the total negative slack on setup checks comes to 0 ns. In the post-route report, total wirelength is listed as 30100 um. For the worst setup path, the data arrival time is 1.20 ns.

The post-route DRC violation count is 0. The first global-routing pass estimated 46200 um of wire. The number of antenna violations at the first check in global routing is 6. The placement row count is 64.

The most popular library cell in the synthesized design by count is sky130_fd_sc_hd__edfxtp_1. The final report gives the standard cell area, fillers excluded, as 21200 um^2. The number of maximum-capacitance constraint violations is 0.

Sorting the synthesized cells by area gives the leading types as sky130_fd_sc_hd__edfxtp_1 (70%), sky130_fd_sc_hd__dfxtp_1 (19%), sky130_fd_sc_hd__mux4_2 (10%). The met3 wire length is 3320 um. The number of buffers inserted by post-CTS setup repair is 0.

Per the run report, area growth between synthesis and finish was 34.8%. The total die size is 32200 um^2. The net switching power in the latest report is 5.34 mW.

The script logs the ratio of routed vias to standard cells as 5.08. The maximum vdd ir drop is 903 uV. In the per-layer summary, the met1 wirelength comes to 11100 um. Of all nets on the critical path, the largest fanout is 1. The share of total power dissipated in sequential elements is 0.534. The instance count of the mapped netlist is 604. The clock sink total is 511. The initial utilization of the core area, before any placement, comes to 0.511. The share of synthesized area occupied by flip-flops and latches is 0.881. The cell count after placement is 1313. The largest single stage delay on the critical path is 0.57 ns. According to the Yosys statistics, the synthesized design has a chip area of 15800 um^2. Per the OpenROAD floorplan log, the width of the die is 180 um. The part of the total power dissipated in combinational logic is 0.053.

Entering global routing, the biggest net connects 28 pins. On the worst setup and hold paths after CTS, the clock-pin slew comes to 0.06 ns. In this run the cell area of the synthesized design comes to 15800 um^2.

The global routing report lists combined usage of all routing layers as 0.217. The via count of the first global-routing pass is 8008. The number of filler cells placed in the layout is 1858.

The per-cell routed wire length is 21.3 um. The synthesized netlist was found by Yosys to have 604 cells. The pin closest to its max-slew limit shows a slew of 0.371 ns. The synthesized design spends more area on one cell type than any other, namely sky130_fd_sc_hd__edfxtp_1. The async set-reset flop share out of synthesis is 0. Per STA, the worst path is made up of clkdlybuf4s50_1.

The region available for standard cell placement spans 30800 um^2. The vertical die dimension reported for this design is 180 um. Detailed-route iteration 0 reported a violation count of 412.

The most used flip-flop cell after synthesis is sky130_fd_sc_hd__edfxtp_1. Per the gpl log, the routability congestion estimate is 0.915. In this run, synthesis produced a sequential element count of 511. The final report lists a non-filler cell total of 1410.

The cell area power density is 1340 nW/um^2. The routed length on met2 is 15000 um. Nets still carrying antenna violations after routing amount to 0. The number of vias after detailed routing is 7165. The switching share of power is 0.188. The placed instances occupy a cell area of 19600 um^2.
-- worst paths after layout --
check | startpoint | end | cells past startpoint
max | bist_rd_data[22] | bist_rd_data[22] | 1
min | ram_rd_en | ram_rd_data_i[9] | 1
max reg2reg | memory[0][42] | ram_rd_data_i[42] | 1
min reg2reg | ram_rd_data_i[4] | ram_rd_data[4] | 0
max in group clk1 | ram_wr_addr[0] | memory[2][37] | 3
min in group clk0 | bist_wr_data[25] | bist_rd_data[25] | 1
-- state kept, by name, summed over array words and instances (netlist names) --
signal,cells
ram_rd_data_i,73
bist_rd_data,73
memory,292
ram_rd_data,73
-- power by group through the flow --
stage | clock, mW | combinational, mW | sequential (mW)
4_1_cts | 12.0 | 1.55 | 15.2
5_1_grt | 12.6 | 1.63 | 15.3
6_report | 11.7 | 1.52 | 15.2
-- stage by stage --
| step | power, mW | worst slack, ns | util | hold slack, ns |
|---|---|---|---|---|
| final | 28.5 | 0.0793 | 0.689 | 0.233 |
| after global routing | 29.5 | 0.0388 | 0.689 | 0.222 |
| after CTS | 28.8 | 0.0804 | 0.689 | 0.214 |
| after detailed placement | 17.1 | -0.192 | 0.636 | 0.327 |
| after global placement | 17.0 | -0.182 | 0.636 | 0.324 |
| after floorplan | 15.8 | -1.04 | - | 0.323 |
-- kinds of logic (layout without fill, tap and decap cells) --
logic type / count (synthesis) / after routing / synth area share
mux: 73 / 73 / 0.105
buf+inv: 16 / 424 / 0.0122
flops: 511 / 511 / 0.881
simple gates: 4 / 4 / 0.00199
other cells: 0 / 2 / 0
-- layout make-up --
cell class / count / area (um^2) / area share
clock buffers: 78 / 1450 / 0.0683
multi-input cells: 77 / 1700 / 0.0802
clock inverters: 17 / 245 / 0.0115
flip-flops and latches: 511 / 13900 / 0.655
well taps: 396 / 495 / 0.0233
diodes: 2 / 5.00 / 0.000236
repair buffers: 329 / 3430 / 0.162
-- routing by layer --
metal	GRT usage	up-vias
li1	-	3200
met4	0.0410	8
met2	0.322	359
met1	0.333	3548
met3	0.112	50
met5	0	-
-- cells in the final DEF, fill, tap and decap left out --
| cell type | n |
|---|---|
| sky130_fd_sc_hd__and3_4 | 1 |
| sky130_fd_sc_hd__clkbuf_1 | 22 |
| sky130_fd_sc_hd__dlygate4sd2_1 | 73 |
| sky130_fd_sc_hd__clkdlybuf4s50_1 | 222 |
| sky130_fd_sc_hd__buf_6 | 1 |
| sky130_fd_sc_hd__dfxtp_1 | 126 |
| sky130_fd_sc_hd__edfxtp_1 | 365 |
| sky130_fd_sc_hd__dfxtp_2 | 20 |
| sky130_fd_sc_hd__nor3b_4 | 1 |
| sky130_fd_sc_hd__buf_4 | 8 |
| sky130_fd_sc_hd__clkinv_8 | 1 |
| sky130_fd_sc_hd__inv_6 | 2 |
| sky130_fd_sc_hd__inv_8 | 1 |
| sky130_fd_sc_hd__clkbuf_8 | 3 |
| sky130_fd_sc_hd__mux4_1 | 1 |
| sky130_fd_sc_hd__and3b_4 | 2 |
| sky130_fd_sc_hd__clkinv_2 | 4 |
| sky130_fd_sc_hd__diode_2 | 2 |
| sky130_fd_sc_hd__mux4_2 | 72 |
| sky130_fd_sc_hd__clkinv_1 | 1 |
| sky130_fd_sc_hd__clkbuf_16 | 53 |
| sky130_fd_sc_hd__buf_12 | 25 |
| sky130_fd_sc_hd__clkinv_4 | 3 |
| sky130_fd_sc_hd__bufinv_16 | 5 |
-- repair_timing --
item                       in CTS  in global routing
resized                        93                  0
hold endpoints to repair        0                  0
hold buffers                    0                  0
setup endpoints to repair      73                  0
Power and IR drop assume default switching activity.
