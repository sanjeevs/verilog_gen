<file path="design/flow/config.mk">
export PLATFORM = sky130hd
export DESIGN_NAME = mem_16nm_ram12x73
export DESIGN_NICKNAME = mem_16nm_ram12x73
export VERILOG_FILES = /design/flow/design.v
export SDC_FILE = /design/flow/constraint.sdc
export NUM_CORES = 4
export LEC_CHECK = 1
export CORE_UTILIZATION = 50
</file>
<file path="design/flow/constraint.sdc">
current_design mem_16nm_ram12x73

set clk_period 3.0
set clk_io_pct 0.2

create_clock -name clk0 -period $clk_period [get_ports {bist_clk}]
create_clock -name clk1 -period $clk_period [get_ports {clk}]

set non_clock_inputs [all_inputs -no_clocks]
set_input_delay [expr $clk_period * $clk_io_pct] -clock clk0 $non_clock_inputs
set_output_delay [expr $clk_period * $clk_io_pct] -clock clk0 [all_outputs]
</file>
<file path="design/flow/run.sh">
#!/bin/bash
# OpenROAD 26Q1-2900-gdf79404cd8, Yosys 0.63+post, stock flow scripts
make -C /OpenROAD-flow-scripts/flow DESIGN_CONFIG=/design/flow/config.mk WORK_HOME=/design/flow/orfs finish
</file>
<file path="design/flow/design.v">
module mem_16nm_ram12x73
(
  input  wire        clk,
  input  wire        ram_wr_en,
  input  wire [3:0]  ram_wr_addr,
  input  wire [72:0] ram_wr_data,
  input  wire        ram_rd_en,
  input  wire [3:0]  ram_rd_addr,
  output wire [72:0] ram_rd_data,
  input  wire        bist_clk,
  input  wire        bist_en,
  input  wire [3:0]  bist_addr,
  input  wire [72:0] bist_wr_data,
  output wire [72:0] bist_rd_data
);
reg [72:0] memory [11:0];
reg [72:0] ram_rd_data_i;
always @ (posedge clk) begin
  if( ram_wr_en ) begin
    memory[ram_wr_addr] <= #0 ram_wr_data;
  end
  if( ram_rd_en ) begin
    ram_rd_data_i <= #0 memory[ram_rd_addr];
  end
end
always @ (posedge clk) begin
  ram_rd_data <= #0 ram_rd_data_i;
end
always @ (posedge bist_clk ) begin
  bist_rd_data <= #0 bist_wr_data;
end
endmodule
</file>
==> flow_summary.json <==
{
  "wl_per_cell_um": 25.57,
  "post-cts-setup-buffers": 0,
  "syn_area_sq_um": 38150,
  "hpwl_um": 45840,
  "chip_area_sq_um": 77420,
  "drtIter0Drc": 843,
  "viasPerCell": 5.660,
  "p_per_area_nw_per_um2": 687.5,
  "peakVddDrop_mv": 0.5159,
  "cts_hold_buf": 0,
  "combGateArea_sq_um": 6375,
  "antenna_found_initial": 8,
  "timing.max_cap.violations": 0,
  "crit_family": "buffers and inverters",
  "grt_max_degree": 55,
  "ys_cells": 1634,
  "finalWirelength_um": 79940,
  "ys_seq_frac": 0.8235,
  "required_ps": 2400,
  "pre_cts_ws_ps": 273.9,
  "outcome": "complete, no violations",
  "fp-utilization": 0.5091,
  "synthArstFlopShare": 0,
  "largest_area_cell": "edfxtp_1",
  "grt-ovfl-total": 0,
  "cts_resized": 0,
  "ys_types": 23,
  "synth_cells": 1634,
  "syn_area_per_cell_sq_um": 23.35,
  "cp_max_fo": 1,
  "groute.usage.overall": 0.2400,
  "fin_skew_ps": 20.39,
  "relSlewSlack": 0.5331,
  "ant_nets": 0,
  "port_buffers": 302,
  "max_stage_delay_ps": 510,
  "die_x_um": 278.2,
  "cp.arrival_ps": 1580,
  "core_sq_um": 74950,
  "gp_congestion": 0.7967,
  "register_area_sq_um": 31420,
  "log.warning_count": 33,
  "grt_pass1_wl_um": 120200,
  "synth_flops": 1095,
  "most_common_cell": "edfxtp_1",
  "synth_chip_area_sq_um": 38150,
  "routed-via-count": 17690,
  "drc_errors": 0,
  "crit_slowest_cell": "clkdlybuf4s50_1",
  "drv_slew": 0,
  "crit_path_start_kind": "flip-flop",
  "cts_tree": "done",
  "synth-warning-count": 3,
  "ys.flop_type": "edfxtp_1",
  "die_h_um": 278.2,
  "area_leaders": "edfxtp_1 75%, mux4_2 8.2%, dfxtp_1 7.7%",
  "fin_ws_ps": 820.5,
  "setup_viol": 0,
  "crit_chain": "clkdlybuf4s50_1",
  "fin_util": 0.6281,
  "hp-class": "flip-flop to flip-flop",
  "top_area_frac": 0.7469,
  "leakagePower_nw": 15.67,
  "edf_count": 949,
  "worstMarginPinSlew_ps": 698.8,
  "cts_sinks": 1095,
  "critPathBufInv": 1,
  "grt_pass1_vias": 19510,
  "fillCellCount": 4931,
  "crit_type": "flip-flop to primary output",
  "area_growth_pct": 23.38,
  "rsz0062_at_grt": "no",
  "io_pins": 309,
  "cp-end-kind": "primary output",
  "drt-pass1-iter-count": 6,
  "hold_viol_final": 0,
  "drive_gt1_frac": 0.2079,
  "rows": 100,
  "common_cells": "949 x edfxtp_1, 146 x dfxtp_1, 146 x mux2i_1",
  "path_clk_slew_ps": 60
}
[layout make-up]
cell class              count  share of cell area
well taps                 969             0.02575
flip-flops and latches   1095              0.6674
repair buffers            393             0.09342
multi-input cells         460              0.1354
diodes                      2           0.0001063
clock buffers             139             0.06365
clock inverters            68             0.01422
[worst paths after layout]
kind | from | endpoint | slack [ps] | cells after the start
min | ram_rd_data_i[64] | ram_rd_data[64] | 340 | 0
min in group clk0 | bist_wr_data[32] | bist_rd_data[32] | 710 | 1
max | ram_rd_data[0] | ram_rd_data[0] | 820 | 1
max reg2reg | memory[7][65] | ram_rd_data_i[65] | 1430 | 3
max in group clk1 | ram_rd_addr[1] | ram_rd_data_i[24] | 970 | 5
min reg2reg | ram_rd_data_i[64] | ram_rd_data[64] | 340 | 0
[through the flow]
step | hold WS [ps] | power (mW) | instances | TNS, ps | instance area, sq um
finish | 338.5 | 32.37 | 3126 | 0 | 47080
global route | 345.5 | 33.44 | 3125 | 0 | 47070
CTS | 340.2 | 32.71 | 3124 | 0 | 47070
detailed placement | 326.9 | 19.14 | 2917 | 0 | 43410
global placement | 324.8 | 19.10 | 2917 | 0 | 43410
floorplan | 323.3 | 18.13 | 1634 | -131480 | 38240
[state kept, by name, indices dropped and copies added, names as in the netlist]
name	cells
ram_rd_data	73
memory	876
ram_rd_data_i	73
bist_rd_data	73
[logic make-up (layout without fill, tap and decap cells)]
group / count (synthesis) / after routing / synth area share
DFF: 1095 / 1095 / 0.8235
muxes: 292 / 292 / 0.1252
AOI/OAI and AO/OA: 146 / 146 / 0.03555
buffers and inverters: 79 / 600 / 0.01292
and+or+nand+nor: 22 / 22 / 0.002853
other: 0 / 2 / 0
[power by group]
part	switching [mW]	internal, mW	total, mW
sequential	0.128	17.0	17.2
combinational	0.773	0.862	1.63
clock	5.53	8.04	13.6
total	6.43	25.9	32.4
[worst reg2reg max path, cell delays in order, from the launching register on]
cell and delay [ps]:
edfxtp_1 350, mux4_2 470, a22oi_1 310, o221ai_1 170
[layer usage]
metal	track usage	wire length, um	share of wire	vias up
li1	-	-	-	7748
met1	0.3409	27430	0.34	8745
met2	0.3506	39340	0.49	1043
met3	0.1520	11250	0.14	144
met4	0.04717	1812	0.023	14
met5	0.003752	113	0.0014	-
[cells in the final DEF (no fill, tap or decap)]
cell	netlist	layout
clkinv_1	0	19
clkdlybuf4s50_1	0	299
clkinv_2	0	23
nor2_4	0	10
nand3b_1	2	2
or3b_4	0	1
nand2_4	0	1
clkinv_16	0	1
nand2_1	2	1
clkbuf_16	0	114
a22oi_1	58	58
clkbuf_8	0	5
o221ai_2	15	15
clkbuf_1	38	20
a22oi_2	15	15
clkinv_4	0	4
mux4_2	139	139
clkinv_8	0	1
bufinv_16	0	11
diode_2	0	2
dfxtp_1	146	146
mux2i_1	146	146
buf_4	16	37
nand2b_4	0	1
edfxtp_1	949	949
nor2b_4	0	1
nor3_4	0	3
clkinvlp_4	0	6
buf_8	1	1
nand2b_1	3	2
buf_6	13	1
buf_12	1	55
mux4_1	7	7
inv_6	0	3
o221ai_1	58	58
Power is estimated from default activity; no workload was simulated.
